### flow/config.mk
export PLATFORM = sky130hd
export DESIGN_NAME = display_ctrl
export DESIGN_NICKNAME = display_ctrl
export VERILOG_FILES = /design/flow/design.v
export SDC_FILE = /design/flow/constraint.sdc
export NUM_CORES = 4
export LEC_CHECK = 1
export CORE_UTILIZATION = 30
### flow/constraint.sdc
current_design display_ctrl

set clk_period 3.1
set clk_io_pct 0.2

create_clock -name clk0 -period $clk_period [get_ports {clk}]

set non_clock_inputs [all_inputs -no_clocks]
set_input_delay [expr $clk_period * $clk_io_pct] -clock clk0 $non_clock_inputs
set_output_delay [expr $clk_period * $clk_io_pct] -clock clk0 [all_outputs]
### flow/design.v
module display_ctrl
#(
	parameter SYS_CLK_FREQ         = 100000000,
	parameter DISPLAY_REFRESH_RATE =   5000000
)
(
	input  wire        clk,
	input  wire        rst,
	input  wire        en,
	input  wire [15:0] val,
	output reg  [ 6:0] seg,
	output reg         dp,
	output reg  [ 3:0] an
);
reg [19:0] cnt;
always @(posedge clk or posedge rst) begin 
	if(rst)
		cnt <= 0;
	else
		cnt <= cnt + 1;
end 
reg  [3:0] digit;
wire [1:0] d_num;
assign d_num[1:0] = cnt[19:18];
always @(*) begin
	if (rst || !en) begin
		digit = 4'b0;
	end else begin
		case (d_num)
			2'b00: digit = val[ 3: 0];
			2'b01: digit = val[ 7: 4];
			2'b10: digit = val[11: 8];
			2'b11: digit = val[15:12];
		endcase
	end
end
always @(*) begin
    if (rst || !en) begin
		an = 4'b1111;
	end else begin
		case (d_num)
			2'b00: an = 4'b1110;
			2'b01: an = 4'b1101;
			2'b10: an = 4'b1011;
			2'b11: an = 4'b0111;
		endcase
	end
end
always @(*) begin
    if (rst || !en) begin
      	{seg, dp} = 8'b11111111;
	end else begin
		case (digit)
			4'h0: {seg, dp} = 8'b10000001;
			4'h1: {seg, dp} = 8'b11110011;
			4'h2: {seg, dp} = 8'b01001001;
			4'h3: {seg, dp} = 8'b01100001;
			4'h4: {seg, dp} = 8'b00110011;
			4'h5: {seg, dp} = 8'b00100101;
			4'h6: {seg, dp} = 8'b00000101;
			4'h7: {seg, dp} = 8'b11110001;
			4'h8: {seg, dp} = 8'b00000001;
			4'h9: {seg, dp} = 8'b00100001;
			4'ha: {seg, dp} = 8'b00010001;
			4'hb: {seg, dp} = 8'b00000111;
			4'hc: {seg, dp} = 8'b10001101;
			4'hd: {seg, dp} = 8'b01000011;
			4'he: {seg, dp} = 8'b00001101;
			4'hf: {seg, dp} = 8'b00011101;
		endcase
	end
end
endmodule : display_ctrl
### flow/run.sh
#!/bin/bash
# OpenROAD 26Q1-2900-gdf79404cd8, Yosys 0.63+post, stock flow scripts
make -C /OpenROAD-flow-scripts/flow DESIGN_CONFIG=/design/flow/config.mk WORK_HOME=/design/flow/orfs finish
==> summary.txt <==
Implementation results.

Across all hold checks on the routed design, the worst slack comes to approximately 0.47 ns. Relative to the synthesized area, the layout overhead comes to 49.8%. The gate-level netlist out of Yosys references 35 unique cell types. The mapped netlist covers between 1000 and 1500 um^2. The chip area line in the Yosys stat output reads about 1300 um^2.

The via count of the first global-routing pass is 990. The critical path endpoint has a required time of 2.48 ns. The net switching power is roughly 0.11 mW. The detailed-placement wirelength estimate is 1920 um.

The per-instance average area after synthesis is ~10 um^2. The worst setup slack after layout is 0.0753 ns. The flow ran to the end, and the final reports show no timing, DRC or antenna violations. The proportion of power drawn by combinational gates is 0.200. cnt holds more flip-flops than any other register. The wire length of the first global-routing pass is between 4000 and 5000 um. Synthesis produced a netlist whose cell count is 125. Logic depth along the worst register-to-register path is recorded as 5. The post-detailed-route DRC marker count is 0. The final weighted congestion in routability-driven placement is approximately 0.90. The flip-flop count of the largest register, all copies and words added is 20. The power report lists cell-internal power as 0.411 mW. Across the routed clock network, the largest skew measured is about 0.0022 ns. The worst VDD IR drop from the latest analysis is ~0.21 mV. The destination of the worst register-to-register timing path is cnt[12].

Warnings raised by the tools during the run amount to 31. The power share of the sequential group is 0.498. In this run the number of cells on the critical path is 7.

The buffer levels on the longest clock path is 2. Static timing analysis puts the maximum clock frequency at between 0.3 and 0.4 GHz. The CTS H-tree depth is 1. By instance count after routing, the leading logic cell type is sky130_fd_sc_hd__dfrtp_1. Post-route period utilization is reported as 0.976. Clock-pin slew was measured on the worst setup and hold paths at around 0.06 ns. The share of total power dissipated in the clock network is 0.302.

The post-synth count of flops with an enable pin is 0. The final critical path time including I/O delays and setup is just over 3 ns. At the later pin of the worst-skew pair, clock insertion delay measures around 0.25 ns. The switching portion of total power comes to 0.216.

In the final report, the number of hold violations comes to 0. The minimum setup slack after placement is -0.423 ns. For this run, the register share of the synthesized area comes to 0.384. The routed layout has ~1100 vias.

The final count of pins violating max slew is 0. The vertical die dimension reported for this design is about 68 um. According to the CTS report, the clock sink count is 20.

The areal power density over the cells is 269 nW/um^2. The core outline area is about 4000 um^2. The top-level port count is 31.

The critical register-to-register path startpoint is cnt[0]. The critical path endpoint is seg[0]. The kind of end point of the critical path is an output port.

For this run, the slowest stage of the critical path takes approximately 0.56 ns. The report shows a maximum critical-path fanout of 6. The last timing report of the flow puts the setup violation total at 0.

For this design, the CTS-stage hold fixing added 0 buffers. The proportion of synthesized flip-flops having asynchronous set or reset is 1.00. The number of synthesis warnings is 1. For this run, the detailed router reports a per-instance via density of 4.84. At the pin with the least slew margin, the transition time is 0.621 ns.

The post-layout total power is 0.524 mW. Looking at the clock tree report, the root buffer type is sky130_fd_sc_hd__clkbuf_8. The count of input and output buffers is 29. The share of the core filled by cells before placement is 0.319. Among all flip-flop cells after synthesis, the most frequent one is sky130_fd_sc_hd__dfrtp_1. The initialized floorplan defines 23 standard-cell rows. The synthesis-stage register bit count is 20. The worst setup path is launched from an input pin. In this run the tightest slew margin relative to its limit is 0.583. The detailed-route wire length is 2740 um. The worst setup path category is in -> out. The first-iteration detailed-routing DRC count is approximately 65. For this run, the share of the core covered by cells in the final layout is 0.477.

Summed over all routing layers, the global router reports a total usage of 0.121. The kind of cell with the highest combined delay along the critical path is buffers and inverters. The die is between 60 and 70 um wide. Per the post-route antenna check, the number of violating nets is 0. Per the cell usage report, the commonest logic cells after layout are sky130_fd_sc_hd__dfrtp_1 (20), sky130_fd_sc_hd__buf_4 (19), sky130_fd_sc_hd__xnor2_1 (16). The report lists the cells along the critical path as clkdlybuf4s50_1 -> mux4_2 -> buf_4 -> nand2b_4 -> and3b_1 -> o21ai_1 -> dlygate4sd2_1. The number of antenna diodes in the final layout is 0. The largest registers in the layout are cnt x20. The total iterations of the first detailed-routing run is 4. The number of maximum-capacitance violations is 0. The library cell contributing the largest single delay on the critical path is sky130_fd_sc_hd__mux4_2. The ratio of cells with drive above 1 in the final layout is 0.291. TritonCTS built the clock tree. The initial antenna violation count is 0. In the final routed layout, each cell accounts on average for between 10 and 15 um. The CTS report gives the tree buffer count as 3. The buffer-and-inverter tally for the worst setup path is 3. The largest net degree at the start of global routing is 21.

Data arrives at the worst endpoint at 2.40 ns. For this design, Yosys synthesis ends with a cell count of between 100 and 150. Global routing finished with a remaining overflow of 0.

The leakage component of the power was reported as about 0.88 nW. The class of the most critical hold timing path is reg -> reg. The launch point of the critical path is val[2].

The register-to-register setup slack is ~1.4 ns. The chip occupies ~4600 um^2.
-- cell type report --
| type | instances | area (um^2) |
|---|---|---|
| clock buffers | 3 | 41.3 |
| fillers | 353 | 2140 |
| inverters | 6 | 25.0 |
| multi-input cells | 93 | 818 |
| flip-flops and latches | 20 | 500 |
| well taps | 50 | 62.6 |
| repair buffers | 53 | 503 |
-- cell families (layout without fill, tap and decap cells) --
kind of cell | after synthesis | after routing | share of synthesized area
xor gates and xnor gates | 18 | 18 | 0.121
and+or+nand+nor | 46 | 46 | 0.194
DFF | 20 | 20 | 0.384
buffers and inverters | 12 | 62 | 0.0644
muxes | 7 | 7 | 0.0961
adders and majority gates | 7 | 7 | 0.0672
other | 1 | 1 | 0.00288
AOI/OAI and AO/OA | 14 | 14 | 0.0701
-- stage by stage --
step	cell area (um^2)	cells	TNS [ns]
after floorplan	1300	125	0
after global placement	1710	213	-2.22
after detailed placement	1710	213	-2.14
after CTS	1840	217	-0.598
after global routing	1950	225	-0.0163
final	1950	225	0
-- power by group through the flow --
| stage | combinational [mW] | sequential (mW) | clock (mW) |
|---|---|---|---|
| CTS | 0.0950 | 0.261 | 0.165 |
| global route | 0.113 | 0.261 | 0.176 |
| finish | 0.105 | 0.261 | 0.158 |
-- per-layer routing --
layer,wire [um],vias to the layer above,part of all wire,GRT usage
met1,1250,520,0.46,0.158
met2,1290,31,0.47,0.220
met5,0,-,0,0
li1,-,537,-,-
met4,0,0,0,0.0130
met3,197,0,0.072,0.0169
-- Yosys cell counts, types with 2 or more instances --
| master | n | area share |
|---|---|---|
| sky130_fd_sc_hd__mux2i_1 | 2 | 0.015 |
| sky130_fd_sc_hd__nand3_1 | 8 | 0.031 |
| sky130_fd_sc_hd__a31oi_1 | 3 | 0.014 |
| sky130_fd_sc_hd__o21ai_1 | 3 | 0.012 |
| sky130_fd_sc_hd__and2_1 | 2 | 0.0096 |
| sky130_fd_sc_hd__mux4_2 | 3 | 0.052 |
| sky130_fd_sc_hd__xor2_1 | 2 | 0.013 |
| sky130_fd_sc_hd__nor3_1 | 2 | 0.0077 |
| sky130_fd_sc_hd__inv_1 | 6 | 0.017 |
| sky130_fd_sc_hd__a21oi_1 | 3 | 0.012 |
| sky130_fd_sc_hd__ha_1 | 7 | 0.067 |
| sky130_fd_sc_hd__nor2_1 | 7 | 0.020 |
| sky130_fd_sc_hd__clkbuf_8 | 2 | 0.021 |
| sky130_fd_sc_hd__nand2b_4 | 2 | 0.021 |
| sky130_fd_sc_hd__nor2b_1 | 2 | 0.0096 |
| sky130_fd_sc_hd__nand2_1 | 12 | 0.035 |
| sky130_fd_sc_hd__nand4_1 | 5 | 0.024 |
| sky130_fd_sc_hd__and4_1 | 2 | 0.013 |
| sky130_fd_sc_hd__dfrtp_1 | 20 | 0.38 |
| sky130_fd_sc_hd__buf_6 | 2 | 0.017 |
| sky130_fd_sc_hd__xnor2_1 | 16 | 0.11 |
-- what timing repair did --
action,in CTS,in global routing
setup endpoints to repair,7,6
pin swaps,9,3
buffers inserted,1,7
cloned,0,1
gates resized,25,22
-- worst register-to-register path: cells and delay by family (launching register included) --
family	cells	cell delay (ns)
AND/OR/NAND/NOR	2	0.71
flip-flops	1	0.39
adder cells (fa/ha/maj)	1	0.29
XOR/XNOR	1	0.16
buffers and inverters	1	0.06
-- worst min-delay path by stage --
stage / to / slack (ns) / cells after the start / start
6_report: cnt[17] / 0.47 / 1 / cnt[17]
5_1_grt: cnt[17] / 0.49 / 1 / cnt[17]
4_1_cts: cnt[13] / 0.47 / 1 / cnt[13]
No activity file was given, so power comes from the tool's default toggle rates.
